<file path="./config.mk">
export PLATFORM = sky130hd
export DESIGN_NAME = hw4_2
export DESIGN_NICKNAME = hw4_2
export VERILOG_FILES = /design/flow/design.v
export SDC_FILE = /design/flow/constraint.sdc
export NUM_CORES = 4
export LEC_CHECK = 1
export CORE_AREA = 10 10 70 70
export DIE_AREA = 0 0 80 80
</file>
<file path="./constraint.sdc">
current_design hw4_2

set clk_period 5.0
set clk_io_pct 0.2

create_clock -name clk0 -period $clk_period

set non_clock_inputs [all_inputs -no_clocks]
set_input_delay [expr $clk_period * $clk_io_pct] -clock clk0 $non_clock_inputs
set_output_delay [expr $clk_period * $clk_io_pct] -clock clk0 [all_outputs]
</file>
<file path="./design.v">
module f_adder(in1, in2, cin, sum, cout);
	input in1;
	input in2;
	input cin;
	output sum;
	output cout;
	reg sum, cout;
	always @* begin
		{cout, sum} = in1 + in2 + cin;
	end
endmodule
`timescale 1ns/10ps
module hw4_2(x, y, cin, sum, cout);
	input [3:0] x;
	input [3:0] y;
	input cin;
	output [3:0] sum;
	output cout;
	wire [3:0] c;
	f_adder adder0(
		.in1(x[0]),
		.in2(y[0]),
		.cin(cin),
		.sum(sum[0]),
		.cout(c[1])
	);
	f_adder adder1(
		.in1(x[1]),
		.in2(y[1]),
		.cin(c[1]),
		.sum(sum[1]),
		.cout(c[2])
	);
	f_adder adder2(
		.in1(x[2]),
		.in2(y[2]),
		.cin(c[2]),
		.sum(sum[2]),
		.cout(c[3])
	);
	f_adder adder3(
		.in1(x[3]),
		.in2(y[3]),
		.cin(c[3]),
		.sum(sum[3]),
		.cout(cout)
	);
endmodule
</file>
<file path="./run.sh">
#!/bin/bash
# OpenROAD 26Q1-2900-gdf79404cd8, Yosys 0.63+post, stock flow scripts
make -C /OpenROAD-flow-scripts/flow DESIGN_CONFIG=/design/flow/config.mk WORK_HOME=/design/flow/orfs finish
</file>
==> impl_metrics.py <==
# Generated from Yosys and OpenROAD reports
metrics = {
    "yosys": {
        "yosys_warnings": 1,
        "simple_gate_share_pct": 0,
        "synth.logic.top_family": "adder cells",
        "synthXorXnorAreaFrac_pct": 0,
        "ys_sh_adder_pct": 54.2,
        "mux_area_share_pct": 0,
        "ys_seq_share_pct": 0,
        "synthesis.instances": 18,
        "synthesis.area_sq_um": 148,
        "synth_cell_type_count": 3,
        "ys_cells": 18,
        "ys_sh_aoi_pct": 0,
        "ys_area_sq_um": 148,
        "syn_area_per_cell_sq_um": 8.20,
    },
    "floorplanning": {
        "num_io_pins": 14,
        "die_w_um": 80,
        "die_h_um": 80,
        "die-area_sq_um": 6400,
        "rows": 21,
        "core-area_sq_um": 3420,
        "floorplan.core_util_pct": 4.32,
    },
    "sta": {
        "setup_tns_ns": 0,
        "hold_viol_final": 0,
        "period_needed_ns": 4.46,
        "finalSetupViolCount": 0,
        "tightest_slew_ns": 0.120,
        "max_slew_margin_pct": 92.0,
        "fmax_mhz": 224,
        "rsz0062_at_grt": "no",
        "maxSlewViolCount": 0,
        "hold-worst-slack_ns": 3.03,
        "finalClockPeriodUsage_pct": 89.3,
    },
    "cells_and_area": {
        "ff_count": 0,
        "syn2layout_area_growth_pct": 114,
        "ff_latch_area_sq_um": 0,
        "drive_gt1_share_pct": 0,
        "final-instance-count-excl-fill": 74,
        "num-clock-buffers": 0,
    },
    "detailed_routing": {
        "vias": 118,
        "drc": 0,
        "drt_iter0_drc": 0,
        "post_drt_wl_per_cell_um": 5.32,
        "antenna_cells": 0,
        "first_pass_iters": 1,
        "viasPerCell": 1.59,
        "ant_nets": 0,
        "routed_wirelength_um": 394,
    },
    "global_route": {
        "grt_max_degree": 2,
        "grt_usage_pct": 1.35,
        "use_met2_pct": 1.36,
        "met3_usage_pct": 1.14,
        "grt_pass1_vias": 137,
        "antenna_found_initial": 0,
        "gr-usage-met1_pct": 2.08,
        "grt_pass1_wl_um": 683,
        "grt_overflow_total": 0,
        "grt-busiest-layer": "met1",
    },
    "worst_hold_path": {
        "hold_end": "sum[0]",
        "hold_path_class": "primary input to primary output",
        "worstHoldPathCells": 5,
        "hp-start": "x[0]",
    },
    "pwr": {
        "leakagePower_nw": 0.137,
        "pwr-share-clk_pct": 0,
        "p_total_uw": 28.5,
        "combPwrFrac_pct": 100.0,
        "switching_power_uw": 8.09,
        "p_int_uw": 20.4,
        "p_seq_share_pct": 0,
        "p_sw_share_pct": 28.4,
        "pwr_density_cell_nw_per_um2": 90.3,
        "peakVddDrop_uv": 22.0,
    },
    "setup_path": {
        "crit_required_ns": 4.00,
        "crit_path_start_kind": "primary input",
        "end_kind": "primary output",
        "cp_cell_sequence": "clkdlybuf4s50_1 -> inv_1 -> fa_1 -> inv_1 -> fa_1 -> fa_1 -> inv_1 -> fa_1 -> inv_1 -> clkdlybuf4s50_1",
        "worst_path_largest_cell_delay_ns": 0.47,
        "cp_max_fo": 1,
        "crit_slowest_cell": "clkdlybuf4s50_1",
        "cp_data_arrival_time_ns": 3.46,
        "crit_type": "primary input to primary output",
    },
    "place": {
        "port_buffers": 14,
        "gp_congestion": 0.790,
        "hpwl_um": 393,
        "dp.cells": 74,
    },
    "run_status": {
        "status": "complete, no violations",
    },
    "run": {
        "drv_cap": 0,
        "warning_count": 32,
    },
    "clocking": {
        "hold_buffers": 0,
        "cts_resized": 0,
        "cts_setup_buffers": 0,
    },
}
[metal layers]
metal / share of wire [%] / up-vias
li1: - / 60
met4: 0 / 0
met3: 28 / 0
met1: 56 / 44
met2: 16 / 14
met5: 0 / -
[logic make-up after synthesis]
logic type / after synthesis
buffers and inverters: 14
adders and majority gates: 4
[critical path, delay by kind of cell]
| kind | cells | cell delay, ns |
|---|---|---|
| fa+ha+maj | 4 | 1.34 |
| buf+inv | 6 | 1.13 |
[power groups by stage]
stage                 Clock [mW]  Combinational [mW]  Sequential (mW)
after CTS                      0              0.0292                0
after global routing           0              0.0334                0
final                          0              0.0285                0
[cells in the mapped netlist, drive strengths merged]
master | number | area share (%)
inv | 10 | 25
buf | 4 | 20
fa | 4 | 54
[stage by stage]
stage               util (%)  area [sq um]  setup slack, ns
floorplan                  -           148             1.42
global placement        9.23           315            0.542
detailed placement      9.23           315            0.518
CTS                     9.23           315            0.512
global route            9.23           315            0.358
finish                  9.23           315            0.537
[area by class of cell]
cell class | instances | area, sq um
Fill cell | 406 | 3100
Inverter | 10 | 37.5
Timing Repair Buffer | 14 | 140
Multi-Input combinational cell | 4 | 80.1
Tap cell | 46 | 57.6
[cell usage in the layout (no fill, tap or decap)]
cell type / n
clkdlybuf4s50_1: 14
fa_1: 4
inv_1: 10
[worst max-delay path by stage]
| stage | startpoint | end | slack [ns] | depth (start not counted) |
|---|---|---|---|---|
| finish | y[0] | sum[3] | 0.54 | 10 |
| global route | cin | sum[3] | 0.36 | 10 |
| CTS | y[0] | sum[3] | 0.51 | 10 |
No activity file was given, so power comes from the tool's default toggle rates.
