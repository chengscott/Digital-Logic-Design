==> design.v <==
`timescale 1ns/10ps
module decoder(in, out);
	input	[2:0]	in;
	output	[7:0]	out;
	wire [7:0] out = 1 << in;
endmodule
`timescale 1ns/10ps
module hw5_1(in, out);
	input	[5:0]	in;
	output	[63:0]	out;
	wire [7:0] out1;
	wire [7:0] out2;
	decoder de1(.in(in[2:0]), .out(out1));
	decoder de2(.in(in[5:3]), .out(out2));
	wire [63:0] out = {8{out1}} &
		{
			{8{out2[7]}},
			{8{out2[6]}},
			{8{out2[5]}},
			{8{out2[4]}},
			{8{out2[3]}},
			{8{out2[2]}},
			{8{out2[1]}},
			{8{out2[0]}}
		};
endmodule
==> run.sh <==
#!/bin/bash
# OpenROAD 26Q1-2900-gdf79404cd8, Yosys 0.63+post, stock flow scripts
make -C /OpenROAD-flow-scripts/flow DESIGN_CONFIG=/design/flow/config.mk WORK_HOME=/design/flow/orfs finish
==> constraint.sdc <==
current_design hw5_1

set clk_period 1.9
set clk_io_pct 0.2

create_clock -name clk0 -period $clk_period

set non_clock_inputs [all_inputs -no_clocks]
set_input_delay [expr $clk_period * $clk_io_pct] -clock clk0 $non_clock_inputs
set_output_delay [expr $clk_period * $clk_io_pct] -clock clk0 [all_outputs]
==> config.mk <==
export PLATFORM = sky130hd
export DESIGN_NAME = hw5_1
export DESIGN_NICKNAME = hw5_1
export VERILOG_FILES = /design/flow/design.v
export SDC_FILE = /design/flow/constraint.sdc
export NUM_CORES = 4
export LEC_CHECK = 1
export CORE_AREA = 10 10 70 70
export DIE_AREA = 0 0 80 80
==> qor.txt <==
Status = complete, no violations
Element type at the critical path end = primary output
Tot GR Track Use = 10.4%
Pre-antenna DRT Iters = 4
Total die size = 6400 um^2
Max-cap violations = 0
Vias per cell = 4.36
Floorplan Utilization = 13.7%
Syn Inst Count = 95
Synthesis Warnings = 0
Number of clock-tree buffers in the layout = 0
First-pass GRT wire length = 5460 um
Worst setup SP type = input port
Register area share after synthesis = 0%
VDD IR max = 0.0000682 V
OpenROAD warning count = 34
Avg WL per Cell = 16.1 um
WL final = 3590 um
I/O Buffers = 70
Core Util, Final = 48.0%
Flop area = 0 um^2
Min-Delay Path Class = input port to primary output
Fin area = 1640 um^2
P&R area growth vs syn = 250%
Fin. max-slew vios = 0
Cts hold-fix bufs = 0
YS chip area = 469 um^2
Die W = 80 um
Drt drc = 0
Finished Layout Cells = 222
PwrDens = 121 nW/um^2
Fill cell count = 326
Largest net degree at the start of global routing = 14
Top-Level Pins = 70
Min cycle time layout = 1.87 ns
# diodes = 0
Iteration-0 DRC Markers = 22
Final HPWL DP = 2420 um
Via count = 969
Flip-flops = 0
Layout cells sized above 1 = 36.9%
Leak = 0.915 nW
Syn Area/Cell = 4.94 um^2
Fin crit share = 98.6%
Die Ht = 80 um
Detail Route Antenna Nets = 0
Row cnt = 21
Critical path endpoint = out[55]
Core area = 3420 um^2
Yosys cell count = 95
Placed Cells = 210
Syn Std Cell Area = 469 um^2
Vias in the first global route = 1030
Area after DPL = 1300 um^2
CP max FO = 7
Worst setup startpoint = in[3]
Setup CP Type = input port to primary output
Grt total ovfl = 0
RSZ-0062 raised after global routing = true
Critical Path AT = 1.49 ns
Gpl congestion = 0.740
Final setup viols = 0
Worst slew margin relative to its limit = 87.0%
Worst-margin pin slew = 0.194 ns
Max frequency = 534 MHz
CP required = 1.52 ns
Final Hold Fails = 0
Initial antenna violation count = 0
Unique cell types = 12
[critical path, stage by stage]
cell and delay, ns:
buf_6 0.11, buf_6 0.13, nand4b_1 0.24, nor2_1 0.14, clkdlybuf4s50_1 0.48
[cell usage in the layout, fill, tap and decap left out]
master and instances:
buf_6 6, or2_4 2, buf_8 2, nor2_2 19
buf_4 10, dlygate4sd2_1 20, or4_4 1, nand4b_1 4
nand4_1 1, clkdlybuf4s50_1 26, buf_2 6, buf_12 4
buf_16 2, or4b_4 4, clkbuf_16 1, dlymetal6s2s_1 14
nor2_1 45, nand2_1 1, nand4bb_4 6, nand2b_4 2
[final cells by class]
type                            instances  area (um^2)  share of cell area [%]
Multi-Input combinational cell         85          609                    37.1
Tap cell                               46         57.6                    3.51
Timing Repair Buffer                   91          973                    59.3
[synthesized netlist by cell type]
| cell | n | share of area [%] |
|---|---|---|
| nand4_1 | 1 | 1.3 |
| nand4b_1 | 4 | 7.5 |
| nand4bb_1 | 6 | 14 |
| or4b_4 | 1 | 2.9 |
| nor2_1 | 64 | 51 |
| or2_2 | 1 | 1.3 |
| or4b_1 | 3 | 6.4 |
| nand2b_1 | 2 | 2.7 |
| clkbuf_1 | 10 | 8.0 |
| or4_4 | 1 | 2.4 |
| nand2_1 | 1 | 0.80 |
| buf_2 | 1 | 1.1 |
[stage by stage]
step | total power [mW] | hold WS, ns | setup TNS [ns] | setup WS (ns)
3_3_place_gp | 0.128 | 1.91 | -28.78 | -0.555
5_1_grt | 0.212 | 1.27 | -0.0873 | -0.0223
3_5_place_dp | 0.128 | 1.91 | -30.64 | -0.588
4_1_cts | 0.186 | 1.25 | -0.00565 | -0.00565
6_report | 0.199 | 1.24 | 0 | 0.0270
2_1_floorplan | 0.0503 | 0.892 | 0 | 0.432
[worst min path at each step]
stage | from | slack [ns] | end | cells past startpoint
4_1_cts | in[1] | 1.25 | out[10] | 5
5_1_grt | in[3] | 1.27 | out[2] | 5
6_report | in[3] | 1.24 | out[2] | 5
[layer usage]
layer	global-route usage, %	vias to the layer above	share of wire [%]
met4	1.23	0	1.1
li1	-	474	-
met5	0	-	0
met1	12.6	443	40
met3	4.20	4	12
met2	17.3	48	47
[power breakdown]
part	leakage, nW	internal [mW]	switching (mW)	total (mW)
clock	0	0	0	0
sequential	0	0	0	0
combinational	0.915	0.112	0.0866	0.199
[timing repair]
item,4_1_cts,5_1_grt
gates cloned,4,1
setup endpoints to repair,64,41
pin swaps,48,22
setup buffers,7,4
gates resized,94,32
[cell families after synthesis]
group | synth area share (%)
simple gates | 90.9
buf+inv | 9.07
Power and IR drop assume default switching activity.
