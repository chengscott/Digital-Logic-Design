<file path="flow/design.v">
module hw5_2(in, pri, out, zero);
	input	[7:0]	in;
	input	[2:0]	pri;
	output 	[2:0]	out;
	output 	    	zero;
	wire [15:0] inin = {in, in};
	reg [2:0] out;
	reg zero;
	integer i;
	always@* begin
		out = 3'b0;
		for (i = 1; i <= 8; i = i + 1) begin
			if (inin[pri + i] == 1) out = pri + i;
		end
		zero = (in == 8'b0 ? 1'b1 : 1'b0);
	end
endmodule
module hw5_3(in, pri, out, zero);
	input	[15:0]	in;
	input	[3:0]	pri;
	output 	[3:0]	out;
    output          zero;
	reg [5:0] pripri;
	wire [2:0] out1;
	wire [2:0] out2;
	reg [3:0] out;
	wire zero1, zero2;
	wire zero = zero1 & zero2;
	hw5_2 enc0(.in(in[7:0]), .pri(pripri[2:0]), .out(out1), .zero(zero1));	
	hw5_2 enc1(.in(in[15:8]), .pri(pripri[5:3]), .out(out2), .zero(zero2));
	always@* begin
		if (zero == 1'b1) out = 4'b0;
		else if (pri[3] == 1'b0) begin
			pripri = {3'b111, pri[2:0]};
			if (zero1 == 1'b0 && out1 <= pri) out = {1'b0, out1};
			else if (zero2 == 1'b0) out = {1'b1, out2};
			else out = {1'b0, out1};
		end else begin
			pripri = {pri[2:0], 3'b111};
			if (zero2 == 1'b0 && out2 <= pri) out = {1'b1, out2};
			else if (zero1 == 1'b0) out = {1'b0, out1};
			else out = {1'b1, out2};
		end
	end
endmodule
</file>
<file path="flow/run.sh">
#!/bin/bash
# OpenROAD 26Q1-2900-gdf79404cd8, Yosys 0.63+post, stock flow scripts
make -C /OpenROAD-flow-scripts/flow DESIGN_CONFIG=/design/flow/config.mk WORK_HOME=/design/flow/orfs finish
</file>
<file path="flow/config.mk">
export PLATFORM = sky130hd
export DESIGN_NAME = hw5_3
export DESIGN_NICKNAME = hw5_3
export VERILOG_FILES = /design/flow/design.v
export SDC_FILE = /design/flow/constraint.sdc
export NUM_CORES = 4
export LEC_CHECK = 1
export CORE_AREA = 10 10 113 113
export DIE_AREA = 0 0 123 123
</file>
<file path="flow/constraint.sdc">
current_design hw5_3

set clk_period 5.2
set clk_io_pct 0.2

create_clock -name clk0 -period $clk_period

set non_clock_inputs [all_inputs -no_clocks]
set_input_delay [expr $clk_period * $clk_io_pct] -clock clk0 $non_clock_inputs
set_output_delay [expr $clk_period * $clk_io_pct] -clock clk0 [all_outputs]
</file>
==> flow_summary.yaml <==
# physical design summary
routing:
  finalWirelength_mm: 5.37
  drt-vias-per-instance: 4.82
  detail_route.iter0.violations: 129
  total_inserted_antenna_cells: 0
  drt_pass1_iterations: 4
  drcViolationCount: 0
  vias: 1989
  number_of_nets_still_failing_antenna_checks_after_routing: 0
  routedWlPerCell_um: 13.0
floorplan:
  placementRows: 37
  io-pin-count: 25
  chip_area_mm2: 0.0151
  initial_core_util: 0.191
  die_width_um: 123
  core_mm2: 0.0103
  die_height_um: 123
yosys:
  yosys.cell_types.count: 60
  postSynthCellCount: 235
  yosys-stat-cells: 235
  synth_top_cell_by_area: "sky130_fd_sc_hd__mux4_2"
  enable_flop_cells: 0
  top_cells_by_instance_count_after_synthesis: "sky130_fd_sc_hd__nand2_1 (18), sky130_fd_sc_hd__mux2_2 (13)"
  post_synth_main_area_contributors: "sky130_fd_sc_hd__mux4_2 (14%), sky130_fd_sc_hd__mux2_2 (7.4%), sky130_fd_sc_hd__mux2i_1 (6.1%)"
  synth_top_flop_cell: "sky130_fd_sc_hd__dlxtn_1"
  post_synth.cell_area_avg_um2: 8.39
  yosysTopAreaCellShare: 0.137
  synth-area-yosys_mm2: 0.00197
  postSynth.asyncResetShare: 0
  yosys_warnings: 2
  post_synth_instance_area_mm2: 0.00197
  numSynthFlops: 6
  netlist.top_cell.by_instances: "sky130_fd_sc_hd__nand2_1"
grt:
  met3_usage: 0.0116
  globalRouteMet2Util: 0.109
  number_of_global_route_vias_before_repair: 1890
  grt_remaining_overflow: 0
  grt_antenna_before_repair: 0
  grt_pass1_wl_mm: 9.06
  use_met1: 0.105
  grt_usage: 0.0697
  maximum_number_of_pins_on_one_net_before_global_route_repair: 29
  grt_most_used_layer: "met2"
final_timing:
  final_hold_viol_count: 0
  unclocked_regs: 6
  tightestPinTransition_ns: 0.943
  endpoints_left_unconstrained: 6
  setup_viol: 0
  drv_slew: 0
  timing.final.crit_share: 0.977
  unrepaired_setup_endpoints_after_global_routing: "true"
  max-slew-margin-rel: 0.371
  post-route-worst-setup-slack_ns: 0.118
  fmax_ghz: 0.197
  period_minus_slack_ns: 5.08
placement:
  dp.final_hpwl_mm: 4.26
  dpl.cell_count: 406
  preCtsSetupSlack_ns: -0.618
  placed_cell_area_mm2: 0.00251
  placement.io_buffers: 25
  rd_place_congestion: 0.905
power_and_ir_drop:
  vdd_drop_max_v: 0.0000135
  p_seq_frac: 0.004
  share_clk_of_total_power: 0
  combinational_power_share: 0.996
  power.density_mw_per_mm2: 51.3
  power_leakage_nw: 1.03
  netSwitchingPower_mw: 0.0582
  sw_frac_of_total: 0.438
  cell_internal_power_mw: 0.0745
cells_and_area:
  largest_register_ffs: 6
  layout-drive-gt1-share: 0.350
  stdcell_count: 413
  areaGrowthSynthToFinish_pct: 31.0
  postLayoutCellArea_mm2: 0.00258
  final_core_util: 0.250
worst_setup_path:
  critical_path_peak_fanout: 5
  worstSetupStartpointType: "input port"
  critPathCaptureType: "output port"
  timing.critical_path.required_ns: 4.16
  worstSetupPathType: "in -> out"
  endpoint_arrival_time_on_the_critical_path_ns: 4.04
status:
  status: "complete, no violations"
hold_path:
  worstHoldPathType: "in -> out"
  hold-path-cell-count: 7
flow_run:
  warnings: 36
  maxCapViolations: 0
clock_network:
  cts-hold-fix-buffers: 0
-- path summary, 6_finish.rpt --
check  slack, ns     end  start
max         0.12  out[2]  in[3]
min         2.84  out[0]  in[4]
-- final cells by class --
| cell class | instances | area (um^2) |
|---|---|---|
| timing repair buffer | 58 | 489 |
| fill | 1072 | 7740 |
| sequential | 6 | 90.1 |
| tap | 136 | 170 |
| multi-input combinational | 200 | 1790 |
| inverter | 13 | 48.8 |
-- routing by layer --
metal | up-vias | share of wire
met5 | - | 0
met4 | 0 | 0
met3 | 0 | 0.033
met2 | 21 | 0.44
met1 | 952 | 0.53
li1 | 1016 | -
-- cell usage in the layout (no fill, tap or decap), types with 5 or more instances in the layout --
cell                               n
sky130_fd_sc_hd__a21oi_1          10
sky130_fd_sc_hd__buf_4            32
sky130_fd_sc_hd__buf_6             7
sky130_fd_sc_hd__clkdlybuf4s50_1  13
sky130_fd_sc_hd__dlxtn_1           6
sky130_fd_sc_hd__ha_1              7
sky130_fd_sc_hd__inv_1            11
sky130_fd_sc_hd__mux2_2           12
sky130_fd_sc_hd__mux2i_1          12
sky130_fd_sc_hd__mux4_2           15
sky130_fd_sc_hd__nand2_1          18
sky130_fd_sc_hd__nand2b_1          9
sky130_fd_sc_hd__nor2_1           12
sky130_fd_sc_hd__nor3_1            5
sky130_fd_sc_hd__o211ai_1          9
sky130_fd_sc_hd__o21ai_0          11
-- kinds of logic after synthesis --
group                    count (synthesis)  share of synthesized area
buffers and inverters                   29                     0.0660
AND/OR/NAND/NOR                         74                      0.211
latches                                  6                     0.0457
multiplexers                            46                      0.369
adder cells (fa/ha/maj)                  7                     0.0444
AND-OR/OR-AND                           73                      0.265
-- power groups by stage --
stage	clock, mW	combinational, mW	sequential, mW
4_1_cts	0	0.126	0.000575
6_report	0	0.132	0.000576
5_1_grt	0	0.146	0.000575
-- repair_timing --
item	CTS	global route
setup endpoints to repair	4	4
gates resized	42	34
pin swaps	14	13
setup buffers	5	2
-- critical path, stage by stage --
cell                       delay, ns
sky130_fd_sc_hd__clkbuf_2       0.11
sky130_fd_sc_hd__mux4_2         0.47
sky130_fd_sc_hd__mux2_4         0.29
sky130_fd_sc_hd__or3b_4         0.40
sky130_fd_sc_hd__a31oi_4        0.17
sky130_fd_sc_hd__nor3b_2        0.07
sky130_fd_sc_hd__o21ai_2        0.15
sky130_fd_sc_hd__ha_1           0.25
sky130_fd_sc_hd__a21o_1         0.19
sky130_fd_sc_hd__a21oi_2        0.12
sky130_fd_sc_hd__a31oi_1        0.05
sky130_fd_sc_hd__nor2_1         0.17
sky130_fd_sc_hd__a21o_1         0.18
sky130_fd_sc_hd__inv_2          0.05
sky130_fd_sc_hd__a32o_1         0.22
sky130_fd_sc_hd__buf_2          0.12
-- per-stage QoR --
stage | hold WS, ns | TNS [ns] | power, mW
2_1_floorplan | 2.24 | 0 | 0.0653
3_3_place_gp | 3.36 | -2.28 | 0.126
3_5_place_dp | 3.37 | -2.28 | 0.126
4_1_cts | 3.04 | -0.0344 | 0.127
5_1_grt | 2.92 | -0.147 | 0.147
6_report | 2.84 | 0 | 0.133
Power and IR drop assume default switching activity.
